[constraint.sdc]
current_design ID_EX

set clk_period 4.5
set clk_io_pct 0.2

create_clock -name clk0 -period $clk_period [get_ports {clk}]

set non_clock_inputs [all_inputs -no_clocks]
set_input_delay [expr $clk_period * $clk_io_pct] -clock clk0 $non_clock_inputs
set_output_delay [expr $clk_period * $clk_io_pct] -clock clk0 [all_outputs]
[run.sh]
#!/bin/bash
# OpenROAD 26Q1-2900-gdf79404cd8, Yosys 0.63+post, stock flow scripts
make -C /OpenROAD-flow-scripts/flow DESIGN_CONFIG=/design/flow/config.mk WORK_HOME=/design/flow/orfs finish
[config.mk]
export PLATFORM = sky130hd
export DESIGN_NAME = ID_EX
export DESIGN_NICKNAME = ID_EX
export VERILOG_FILES = /design/flow/design.v
export SDC_FILE = /design/flow/constraint.sdc
export NUM_CORES = 4
export LEC_CHECK = 1
export CORE_AREA = 10 10 193 193
export DIE_AREA = 0 0 203 203
[design.v]
module ID_EX(
input clk,rst,
input Stall,
input flush,
input ID_inst_en,
input [31:0]ID_imm,ID_PC_Plus_8,
input [31:0]ID_read_data1,
input [31:0]ID_read_data2,
input [8:0]ID_ALUop,
input [4:0]ID_Rs,
input [4:0]ID_Rt,
input [4:0]ID_Rdst,
input [1:0]ID_SelMOD,
input ID_MdataS,
input ID_RegW,
input ID_ALUSrc,
input ID_MemR,
input ID_MemW,
input ID_Link,
input ID_EX_Wants_Rs,
input ID_EX_Needs_Rs,
input ID_EX_Wants_Rt,
input ID_EX_Needs_Rt,
output reg [31:0]EX_imm,EX_PC_Plus_8,
output reg [31:0]EX_read_data1,
output reg [31:0]EX_read_data2,
output reg [8:0]EX_ALUop,
output reg [4:0]EX_Rs,
output reg [4:0]EX_Rt,
output reg [4:0]EX_Rdst,
output reg EX_RegW,
output reg EX_ALUSrc,
output reg EX_MemR,
output reg EX_MemW,
output reg EX_Link,
output reg EX_inst_en,
output reg [1:0]EX_SelMOD,
output reg EX_MdataS,
output reg EX_Wants_Rs,
output reg EX_Needs_Rs,
output reg EX_Wants_Rt,
output reg EX_Needs_Rt
);
always@(posedge clk)begin
	if(rst|flush)begin
		EX_imm       <=32'd0;
		EX_read_data1<=32'd0;
		EX_read_data2<=32'd0;
		EX_ALUop     <= 8'd0;
		EX_Rdst      <= 5'd0;
		EX_Rs        <= 5'd0;
		EX_Rt        <= 5'd0;
		EX_RegW      <= 1'b0;
		EX_ALUSrc    <= 1'b0;
		EX_MemR      <= 1'b0;
		EX_MemW      <= 1'b0;
		EX_Wants_Rs  <= 1'b0;
		EX_Needs_Rs  <= 1'b0;
		EX_Wants_Rt  <= 1'b0;
		EX_Needs_Rt  <= 1'b0;
		EX_inst_en   <= 1'b0;
		EX_Link      <= 1'b0;
		EX_PC_Plus_8 <=32'd0;
		EX_SelMOD    <= 2'b0;
		EX_MdataS    <= 1'b0;
		end
	else if(!Stall)begin
		EX_imm       <=ID_imm;
		EX_read_data1<=ID_read_data1;
		EX_read_data2<=ID_read_data2;
		EX_ALUop     <=ID_ALUop;
		EX_Rdst      <=ID_Rdst;
		EX_Rs        <=ID_Rs;
		EX_Rt        <=ID_Rt;
		EX_RegW      <=ID_RegW;
		EX_ALUSrc    <=ID_ALUSrc;
		EX_MemR      <=ID_MemR;
		EX_MemW      <=ID_MemW;
		EX_Link      <=ID_Link;
		EX_PC_Plus_8 <=ID_PC_Plus_8;
		EX_inst_en   <=ID_inst_en;
		EX_Wants_Rs  <=ID_EX_Wants_Rs;
		EX_Needs_Rs  <=ID_EX_Needs_Rs;
		EX_Wants_Rt  <=ID_EX_Wants_Rt;
		EX_Needs_Rt  <=ID_EX_Needs_Rt;
		EX_SelMOD    <=ID_SelMOD;
		EX_MdataS    <=ID_MdataS;
		end
	end
endmodule
==> Slide: Implementation Results <==
Implementation Results

Run status
  • Status: finished clean

Clocking
  • H-tree levels: 4
  • Latency at later pin: around 0.43 ns
  • CTS Root Cell: clkbuf_16
  • Longest Clk Path Bufs: 2
  • Clock sink count: 165
  • # hold bufs at CTS: 0
  • Clock slew at reported path FFs: roughly 0.07 ns
  • Postcts setup bufs: 0
  • Post-CTS Resized: 0
  • CTS tree: yes
  • TritonCTS Buffers: 17

Yosys
  • Synth Instances: 533
  • Max-area cell share: between 50% and 60%
  • Top cells by area: dfxtp_1, mux2i_1, nor2_1
  • Synth warn: 1
  • Sequential share of the synthesized area: a little under three fifths
  • Yosys cell count: between 500 and 600
  • Cell type with the largest total area: dfxtp_1
  • Ys flops: 165
  • Mean Syn Cell Area: 11.2 um2
  • Synthesized area: about 6000 um2
  • Distinct lib cells: 10
  • Yosys stat area: roughly 6000 um2

GRT
  • Grt ovf: 0
  • GRT Util Overall: under 10%
  • Largest net degree at the start of global routing: roughly 93
  • First-pass GRT wire length: 29900 um
  • Vias in the first global route: between 4000 and 5000
  • Number of antenna violations at the first check in global routing: 0

Placement
  • Placed cells: about 1300
  • Hpwl dp: around 15000 um
  • PortBufs: 333
  • DP Worst Slack: approximately 2 ns
  • Gpl congestion: slightly below 0.8

STA
  • Final min period: between 2 and 2.5 ns
  • RSZ-0062 raised after global routing: no
  • Slew Limit Fails: 0
  • Final worst slack: approximately 2.3 ns
  • Final tally of hold violations: 0
  • Final period utilization: about 49%
  • Fin Setup TNS: 0 ns
  • Fmax: between 400 and 500 MHz
  • Finish-stage setup viols: 0
  • Max transition margin: between 50% and 60%
  • Setup Skew: 0 ns
  • Min Hold Slack: 0.491 ns
  • Worst Max-Slew Pin Slew: 0.672 ns

Floorplanning
  • Die area: between 40000 and 50000 um2
  • Core Box Area: roughly 33000 um2
  • Die height: slightly above 200 um
  • Die width: ~200 um
  • IO Count: 334
  • Pre-Place Util: between 15 and 20%
  • FP Rows: around 66

Route
  • Via density: 3.68
  • Antenna viol nets, final: 0
  • DRT Wirelength: 20000 um
  • Iter 0 DRT Violations: roughly 120
  • Drt pass-1 iters: 4
  • # DRC: 0
  • Vias: 4800
  • ANT cells: 0
  • WL per Instance: around 15 um

Power and ir drop
  • Peak VDD IR: around 0.24 mV
  • LEAKAGE: 4.06 nW
  • Cell Pwr Density: ~330 nW/um2

Worst setup path
  • Max incr delay on CP: 0.51 ns
  • Worst r2r src: EX_read_data2[3]
  • CP arrival: 1.31 ns
  • Critical Path, Cell by Cell: clkdlybuf4s50_1
  • Slowest-stage cell, CP: clkdlybuf4s50_1
  • Crit-path max FO: 2
  • Crit path capture type: output port
  • R2r setup slk: 3.85 ns
  • Family with the most delay on the worst path: buffers and inverters
  • CP Launch Type: register
  • Cells on worst reg2reg path: 2
  • Worst R2R End: EX_read_data2[3]
  • Crit path kind: reg -> out
  • WP buf/inv: 1
  • CP required: between 3 and 4 ns

Min path
  • Worst min path class: reg -> reg
  • Hold_sp: EX_PC_Plus_8[4]
  • Hold EP: EX_PC_Plus_8[4]
  • Hold Path Stages: 2

Run
  • OpenROAD warnings: 25
  • Max-cap check violation count: 0

Layout
  • Layout Cells excl Fill: between 1000 and 1500
  • Share of cells above drive strength 1: about 4.2%
  • Final-layout fill cell count: roughly 3400
  • P&R area growth vs syn: 68.9%
[cells in the mapped netlist]
cell      count
buf_12        2
buf_8        15
mux2i_1     165
nor2_1      165
or2_1         1
clkbuf_1      1
buf_2        11
buf_6         5
dfxtp_1     165
buf_4         3
[per-stage QoR]
step / power, mW / area [um2] / utilization (%)
2_1_floorplan: 1.73 / 5980 / -
3_3_place_gp: 1.98 / 9540 / 29.1
3_5_place_dp: 1.99 / 9540 / 29.1
4_1_cts: 3.44 / 10100 / 30.8
5_1_grt: 3.53 / 10100 / 30.8
6_report: 3.37 / 10100 / 30.8
[flip-flops by register name, summed over array words and instances, names as in the netlist, 2 cells and up]
name,count
EX_ALUop,9
EX_PC_Plus_8,32
EX_Rdst,5
EX_Rs,5
EX_Rt,5
EX_SelMOD,2
EX_imm,32
EX_read_data1,32
EX_read_data2,32
[cells in the final DEF, fill, tap and decap left out]
cell,n
dfxtp_1,165
clkbuf_1,1
clkinv_4,2
clkinvlp_4,5
or2_4,1
clkbuf_8,2
buf_12,3
clkbuf_16,17
inv_6,4
bufinv_16,1
mux2i_1,165
buf_4,1
clkdlybuf4s50_1,332
nor2_1,165
[kinds of logic after synthesis]
kind of cell           after synthesis  share of synthesized area (%)
AND/OR/NAND/NOR                    166                           10.5
flip-flops                         165                           55.2
multiplexers                       165                           27.6
buffers and inverters               37                           6.73
[area by class of cell]
type,count,area [um2],area share (%)
Timing Repair Buffer,337,3400,33.7
Sequential cell,165,3300,32.7
Multi-Input combinational cell,331,2280,22.6
Tap cell,442,553,5.47
Clock buffer,19,443,4.38
Clock inverter,12,120,1.19
[worst max-delay path by stage]
stage,startpoint,endpoint,slack (ns),cells past startpoint
4_1_cts,EX_read_data2[20],EX_read_data2[20],2.21,1
5_1_grt,EX_read_data2[20],EX_read_data2[20],2.19,1
6_report,EX_read_data2[20],EX_read_data2[20],2.29,1
[routing by layer]
layer / part of all wire, % / GRT usage, %
met5: 0 / 0
met4: 0.95 / 0.853
met3: 14 / 5.67
met2: 44 / 14.2
met1: 42 / 11.5
[where the power goes]
| group | total [mW] | switching, mW | leakage (nW) | internal, mW |
|---|---|---|---|---|
| clock network | 1.42 | 0.643 | 0.259 | 0.781 |
| logic | 0.414 | 0.133 | 2.45 | 0.281 |
| registers | 1.53 | 0.0240 | 1.34 | 1.51 |
No activity file was given, so power comes from the tool's default toggle rates.
